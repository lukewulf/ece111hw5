`/design/flow/config.mk`:
```
export PLATFORM = sky130hd
export DESIGN_NAME = mantissa_positioner
export DESIGN_NICKNAME = mantissa_positioner
export VERILOG_FILES = /design/flow/design.v
export SDC_FILE = /design/flow/constraint.sdc
export NUM_CORES = 4
export LEC_CHECK = 1
export CORE_AREA = 10 10 114 114
export DIE_AREA = 0 0 124 124
```
`/design/flow/constraint.sdc`:
```
current_design mantissa_positioner

set clk_period 14.1
set clk_io_pct 0.2

create_clock -name clk0 -period $clk_period

set non_clock_inputs [all_inputs -no_clocks]
set_input_delay [expr $clk_period * $clk_io_pct] -clock clk0 $non_clock_inputs
set_output_delay [expr $clk_period * $clk_io_pct] -clock clk0 [all_outputs]
```
`/design/flow/design.v`:
```
package definitions;
typedef logic        Sign;
typedef logic [ 7:0] Exponent;
typedef logic [22:0] Mantissa;
typedef logic [23:0] Mantissa_ext;
typedef struct packed {
    Sign     sign;
    Exponent exp;
    Mantissa mnt;
} Float32;
typedef struct packed {
    Sign         sign;
    Exponent     exp;
    Mantissa_ext mnt;
} Float32_ext;
typedef struct packed {
    logic op;
    Float32 a;
    Float32 b;
} Compare_in;
typedef struct packed {
    logic        op;
    logic        flip;
    Float32 gt;
    Float32 lt;
    Exponent e_dif;
} Operate_in;
typedef struct packed {
    logic        op;
    logic        flip;
    Sign         sign;
    Exponent     exp;
    logic [24:0] mnt;
} Align_in;
endpackage
package definitions;
typedef enum logic {
  ENABLE  = 1'b1,
  DISABLE = 1'b0
} Signal;
parameter MemAddrWidth = 4;
parameter RegAddrWidth = 5;
typedef logic[RegAddrWidth-1:0]  RegAddr;
typedef logic[31:0] Register;
typedef enum logic[5:0]{
  RTYPE = 6'h00,   
  J     = 6'h02,
  BEQ   = 6'h04,
  ADDI  = 6'h08,
  LW    = 6'h23,
  SW    = 6'h2b,
  ADDS  = 6'h11,
  LWC1  = 6'h31,
  SWC1  = 6'h39
} OpCode;
typedef enum logic[1:0]{
  ALU_RTYPE = 2'b00,
  ALU_ADD = 2'b01,
  ALU_SUB = 2'b10,
  ALU_DC = 2'b11
} alu_control_signals;
typedef enum logic[2:0]{
  ALU_O_ADD = 3'b000,
  ALU_O_SUB = 3'b001,
  ALU_O_AND = 3'b010,
  ALU_O_OR = 3'b011,
  ALU_O_XOR = 3'b100
} alu_operation;
typedef enum logic[5:0]{
  ADD = 6'h20,
  SUB = 6'h22,
  AND = 6'h24,
  OR  = 6'h25
} Funct;
typedef logic[7:0]  ProgramCounter;
typedef logic[31:0] Instruction;
typedef logic[4:0]  ShAmt;
typedef logic[15:0] Immediate;
typedef logic[25:0] JumpAddr;
typedef struct packed {
  OpCode  opcode;
  RegAddr rs;
  RegAddr rt;
  RegAddr rd;
  ShAmt   shamt;
  Funct   funct;
} RType;
typedef struct packed {
  OpCode   opcode;
  RegAddr  rs;
  RegAddr  rt;
  Immediate imm;
} IType;
typedef struct packed {
  OpCode   opcode;
  JumpAddr addr;
} JType;
typedef struct packed{
  OpCode opcode;
  ShAmt fmt;
  RegAddr ft;
  RegAddr fs;
  RegAddr fd;
  Funct funct;
} FRType;
typedef struct packed {
  Signal reg_write;
  Signal mem_to_reg;
  Signal fpu_write;
} WB_ctrl;
typedef struct packed {
  Signal read_mem;
  Signal write_mem;
  Signal branch;
  Signal jmp;
  Signal fpu_to_mem;
} M_ctrl;
typedef struct packed {
  WB_ctrl wb;
} MW_ctrl;
typedef struct packed {
  alu_control_signals alu_op;
  Signal  alu_src;
  Signal  reg_dst;
} X_ctrl;
typedef struct packed {
  MW_ctrl mw;
  M_ctrl  m;
} XM_ctrl;
typedef struct packed {
  Signal start;
} FPU_ctrl;
typedef struct packed {
  XM_ctrl  xm;
  X_ctrl   x;
  FPU_ctrl fpu;
} DX_ctrl;
typedef struct packed {
  ProgramCounter pc;
  ProgramCounter pc_jmp;
  RegAddr  rs_a;
  Register rs_d;
  RegAddr  rt_a;
  Register rt_d;
  RegAddr  rd_a;
  RegAddr  fs_a;
  Register fs_d;
  RegAddr  ft_a;
  Register ft_d;
  RegAddr  fd_a;
  Register imm;
} DX_data;
typedef struct packed {
  Signal         stall;
  Signal         branch;
  Signal         alu_zero;
  Signal         jmp;
  ProgramCounter pc_branch;
  ProgramCounter pc_jmp;
} IF_input;
typedef struct packed {
  ProgramCounter pc;
} IF_output;
typedef struct packed {
  Signal write;
  Signal fp_write;
} D_control;
typedef struct packed {
  Register       rd;
  RegAddr        dst;
  Register       fd;
  RegAddr        fpu_dst;
  Instruction    instr;
  ProgramCounter pc;
} D_input;
typedef struct packed {
  Register       rs;
  RegAddr        rs_a;
  Register       rt;
  RegAddr        rt_a;
  RegAddr        rd_a;
  Register       fs;
  RegAddr        fs_a;
  Register       ft;
  RegAddr        ft_a;
  RegAddr        fd_a;
  ProgramCounter pc_jmp;
} D_output;
typedef struct packed {
  X_ctrl          ctrl;
  ProgramCounter  pc;
  Register        imm;
  Register        rs;
  Register        rt;
  RegAddr         rs_addr;
  RegAddr         rt_addr;
  RegAddr         rd_addr;
} X_input;
typedef struct packed {
  Signal          zero;
  ProgramCounter  pc_branch;
  Register        alu;
  Register        rt;
  RegAddr         rt_addr;
  RegAddr         dst_addr;
} X_output;
typedef struct packed{
  Register        fs;
  Register        ft;
  ProgramCounter  pc;
  X_ctrl          ctrl;
  RegAddr 	  fs_addr;
  RegAddr 	  ft_addr;
  RegAddr 	  fd_addr;
} FPU_input;
typedef struct packed{
  Register	  ft;
  RegAddr     dst;
} FPU_output;
typedef struct packed {
  Register addr;
  Register alu_val; 
  Register fpu_val;
  RegAddr  dst;
  RegAddr fpu_dst;
  Signal   alu_zero;
  ProgramCounter pc_branch;
} XM_data;
typedef struct packed {
  Signal read;
  Signal write;
  Register addr;
  Register val;
} M_input;
typedef struct packed {
  Register val;
} M_output;
typedef struct packed {
  Register mem;
  Register alu;
  Register fpu;
  RegAddr  dst;
  RegAddr fpu_dst;
} WB_input;
typedef struct packed {
  Register val;
  RegAddr  dst;
  Register fpu_val;
  RegAddr  fpu_dst;
} WB_output;
typedef struct packed{
  RegAddr Drs;
  RegAddr Drt;
  RegAddr Drd;
  RegAddr Xrs;
  RegAddr Xrt;
  RegAddr Xrd;
  RegAddr Mrs;
  RegAddr Mrt;
  RegAddr Mrd;
  Signal  read_mem;
  RegAddr Dfs;
  RegAddr Dft;
  RegAddr Cfd;
  RegAddr Ofd;
  RegAddr Afd;
} Hazard_input;
typedef struct packed{
  Signal fwdXX_rs;
  Signal fwdXX_rt;
  Signal fwdMX_rs;
  Signal fwdMX_rt;
  Signal fwdMM_rt;
  Signal stallD;
  Signal stallIF;
} Hazard_output;
typedef logic        Sign;
typedef logic [ 7:0] Exponent;
typedef logic [22:0] Mantissa;
typedef logic [23:0] Mantissa_ext;
typedef struct packed {
    Sign     sign;
    Exponent exp;
    Mantissa mnt;
} Float32;
typedef struct packed {
    Sign         sign;
    Exponent     exp;
    Mantissa_ext mnt;
} Float32_ext;
typedef struct packed {
    logic op;
    Float32 a;
    Float32 b;
    RegAddr dst;
} Compare_in;
typedef struct packed {
    logic        op;
    logic        flip;
    Float32 gt;
    Float32 lt;
    Exponent e_dif;
    RegAddr dst;
} Operate_in;
typedef struct packed {
    logic        op;
    logic        flip;
    Sign         sign;
    Exponent     exp;
    logic [24:0] mnt;
    RegAddr dst;
} Align_in;
typedef struct packed {
    Float32 val;
    RegAddr dst;
} Align_out;
endpackage  
module mantissa_positioner(
    input  [24:0] m,
    output [22:0] r,
    output [4:0]  e
);
wire [24:0] layers [5:0];
assign layers[5] = m;
genvar i;
for (i = 4; i >= 0; i--) begin
    parameter width  = 24 - 2**i;
    assign e[i]      = ~(|layers[i+1][24:(width + 1)]);
    assign layers[i] = (e[i]) ? {layers[i+1][width:0], {(2**i){1'b0}}} : layers[i+1] ;
end
assign r = layers[0][23:1];
endmodule
```
`/design/flow/run.sh`:
```
#!/bin/bash
# OpenROAD 26Q1-2900-gdf79404cd8, Yosys 0.63+post, stock flow scripts
make -C /OpenROAD-flow-scripts/flow DESIGN_CONFIG=/design/flow/config.mk WORK_HOME=/design/flow/orfs finish
```
==> metrics.cfg <==
[status]
status=completed

[synth]
synth.top_cell.area_share_pct=13.4
yosysChipArea_um2=1570
yosysSeqAreaShare_pct=0
yosys.cell_types.count=70
synth.most_common_cell=mux2i_1
yosys-top-cells-count=21 x mux2i_1, 14 x a21oi_1, 11 x o21ai_0, 9 x nand3_1
ys_cells=203
syn_inst=203
synth_area_um2=1570
topCellsByArea=mux2i_1 13%, a21oi_1 4.5%, mux2_2 4.3%, o21ai_0 3.5%, a21o_1 3.3%
avgSynthCellArea_um2=7.75
yosysTopAreaCell=mux2i_1
yosysWarnings=1

[final_timing]
setup_slack_ns=4.11
slew_violations=0
setup_viol=0
min_period_over_period_pct=70.9
tns_ns=0
final-hold-violation-count=0
max_slew_margin_pct=37.2
period_needed_ns=9.99
fmax_mhz=100
worst_pin_slew_ns=0.939
rsz0062_at_grt=no

[worst_setup_path]
cp-start-kind=input port
crit_path_top_delay_cell=nor2_1
cp-startpoint=m[21]
worst_ep_arrival_time_ns=7.17
critPathBufInv=4
crit_fanout=21
worstSetupPathType=input port to output port
crit_required_ns=11.28
max_stage_delay_ns=0.79
crit_chain=clkdlybuf4s50_1, or4_1, nor2_1, nand2b_1, inv_2, a221oi_4, o21ai_2, inv_2, a221oi_1, a21o_1, clkdlybuf4s50_1
critPathTopFamily=simple AND/OR/NAND/NOR gates
cp-end-kind=output port

[place]
hpwl_um=5990
gp_congestion=0.983
io_buffers=53
dp.cells=382
pre_cts_ws_ns=4.14

[floorplanning]
die_y_um=124
chipArea_um2=15400
die_w_um=124
core_region_area_um2=10400
ios=53
rows=37
fp-utilization_pct=15.1

[route]
first_pass_iters=5
dr.first_iter.drc_count=280
diodes=0
drt-total-wl_um=7290
vias=2019
drc=0
antenna_left=0
wl_per_cell_um=19.1
via_per_inst=5.29

[final_layout]
n_fill_cell=1140
num-clock-buffers=0
fin_cells=382
seqCellArea_um2=0
drive_gt1_share_pct=15.0
syn_to_final_growth_pct=41.4
ff_count=0

[hold_path]
worstHoldStart=m[0]
worstHoldPathType=input port to output port

[power_and_ir_drop]
power_density_nw_per_um2=31.0
peakVddDrop_v=0.0000113
leakage_nw=0.725

[clock_tree]
cts_setup_buffers=0
cts_resized=0
cts_hold_buf=0

[global_route]
track_usage_pct=9.11
grt_pass1_wl_um=11300
antenna_found_initial=0
overflow=0
grt_max_degree=22
grt_pass1_vias=1959

[job]
cap_violations=0
tool_warnings=32

==> routing by layer <==
layer	vias to the layer above	share of wire [%]	global-route usage, %
li1	939	-	-
met1	941	44	12.3
met2	131	47	15.4
met3	8	7.7	1.19
met4	0	1.4	1.51
met5	-	0	0
==> worst min-delay path: stages <==
cell	delay (ns)
clkdlybuf4s50_1	0.57
nand3_1	0.13
a21oi_1	0.07
clkdlybuf4s50_1	0.42
==> cell families after synthesis <==
logic type      after synthesis  share of synthesized area (%)
mux                          34                           23.9
buf+inv                      19                           6.84
compound gates               85                           41.6
simple gates                 65                           27.7
==> layout make-up <==
class	count	area, um^2	share of cell area (%)
multi-input cells	184	1470	66.1
inverters	6	30.0	1.35
repair buffers	56	553	24.9
well taps	136	170	7.65
==> power breakdown <==
| group | internal (mW) | switching (mW) |
|---|---|---|
| registers | 0 | 0 |
| clock network | 0 | 0 |
| logic | 0.0372 | 0.0317 |
==> worst paths after layout <==
path	to	slack, ns	depth (start not counted)
hold / removal	r[0]	6.83	4
setup / recovery	r[17]	4.11	11
==> through the flow <==
stage	utilization (%)	area, um^2	power (mW)	hold WS (ns)
CTS	21.4	2220	0.0699	6.82
finish	21.4	2220	0.0689	6.83
global route	21.4	2220	0.0752	6.90
global placement	21.4	2220	0.0700	6.83
detailed placement	21.4	2220	0.0695	6.81
floorplan	-	1570	0.0319	5.72
==> layout by cell type (no fill, tap or decap), types with 3 or more instances in the layout <==
cell	count
clkdlybuf4s50_1	53
a211oi_1	6
a21o_1	7
or4_1	3
nor4b_1	3
nand2_1	7
buf_4	3
nand4_1	4
a21oi_1	14
a32oi_1	4
a22o_1	3
nor2_1	4
nand2b_1	5
o211ai_1	3
mux2_2	6
inv_2	3
nor3_1	4
a22oi_1	4
mux2_1	4
nor4_1	6
nand3_1	9
mux2i_1	21
o21ai_0	11
Power figures rest on the tool's default switching activity, not on a simulated workload.

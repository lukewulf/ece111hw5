**flow/run.sh**
```bash
#!/bin/bash
# OpenROAD 26Q1-2900-gdf79404cd8, Yosys 0.63+post, stock flow scripts
make -C /OpenROAD-flow-scripts/flow DESIGN_CONFIG=/design/flow/config.mk WORK_HOME=/design/flow/orfs finish
```
**flow/config.mk**
```make
export PLATFORM = sky130hd
export DESIGN_NAME = data_mem
export DESIGN_NICKNAME = data_mem
export VERILOG_FILES = /design/flow/design.v
export SDC_FILE = /design/flow/constraint.sdc
export NUM_CORES = 4
export LEC_CHECK = 1
export CORE_UTILIZATION = 30
```
**flow/constraint.sdc**
```tcl
current_design data_mem

set clk_period 15.4
set clk_io_pct 0.2

create_clock -name clk0 -period $clk_period [get_ports {CLK}]

set non_clock_inputs [all_inputs -no_clocks]
set_input_delay [expr $clk_period * $clk_io_pct] -clock clk0 $non_clock_inputs
set_output_delay [expr $clk_period * $clk_io_pct] -clock clk0 [all_outputs]
```
**flow/design.v**
```verilog
package definitions;
typedef logic        Sign;
typedef logic [ 7:0] Exponent;
typedef logic [22:0] Mantissa;
typedef logic [23:0] Mantissa_ext;
typedef struct packed {
    Sign     sign;
    Exponent exp;
    Mantissa mnt;
} Float32;
typedef struct packed {
    Sign         sign;
    Exponent     exp;
    Mantissa_ext mnt;
} Float32_ext;
typedef struct packed {
    logic op;
    Float32 a;
    Float32 b;
} Compare_in;
typedef struct packed {
    logic        op;
    logic        flip;
    Float32 gt;
    Float32 lt;
    Exponent e_dif;
} Operate_in;
typedef struct packed {
    logic        op;
    logic        flip;
    Sign         sign;
    Exponent     exp;
    logic [24:0] mnt;
} Align_in;
endpackage
package definitions;
typedef enum logic {
  ENABLE  = 1'b1,
  DISABLE = 1'b0
} Signal;
parameter MemAddrWidth = 4;
parameter RegAddrWidth = 5;
typedef logic[RegAddrWidth-1:0]  RegAddr;
typedef logic[31:0] Register;
typedef enum logic[5:0]{
  RTYPE = 6'h00,   
  J     = 6'h02,
  BEQ   = 6'h04,
  ADDI  = 6'h08,
  LW    = 6'h23,
  SW    = 6'h2b,
  ADDS  = 6'h11,
  LWC1  = 6'h31,
  SWC1  = 6'h39
} OpCode;
typedef enum logic[1:0]{
  ALU_RTYPE = 2'b00,
  ALU_ADD = 2'b01,
  ALU_SUB = 2'b10,
  ALU_DC = 2'b11
} alu_control_signals;
typedef enum logic[2:0]{
  ALU_O_ADD = 3'b000,
  ALU_O_SUB = 3'b001,
  ALU_O_AND = 3'b010,
  ALU_O_OR = 3'b011,
  ALU_O_XOR = 3'b100
} alu_operation;
typedef enum logic[5:0]{
  ADD = 6'h20,
  SUB = 6'h22,
  AND = 6'h24,
  OR  = 6'h25
} Funct;
typedef logic[7:0]  ProgramCounter;
typedef logic[31:0] Instruction;
typedef logic[4:0]  ShAmt;
typedef logic[15:0] Immediate;
typedef logic[25:0] JumpAddr;
typedef struct packed {
  OpCode  opcode;
  RegAddr rs;
  RegAddr rt;
  RegAddr rd;
  ShAmt   shamt;
  Funct   funct;
} RType;
typedef struct packed {
  OpCode   opcode;
  RegAddr  rs;
  RegAddr  rt;
  Immediate imm;
} IType;
typedef struct packed {
  OpCode   opcode;
  JumpAddr addr;
} JType;
typedef struct packed{
  OpCode opcode;
  ShAmt fmt;
  RegAddr ft;
  RegAddr fs;
  RegAddr fd;
  Funct funct;
} FRType;
typedef struct packed {
  Signal reg_write;
  Signal mem_to_reg;
  Signal fpu_write;
} WB_ctrl;
typedef struct packed {
  Signal read_mem;
  Signal write_mem;
  Signal branch;
  Signal jmp;
  Signal fpu_to_mem;
} M_ctrl;
typedef struct packed {
  WB_ctrl wb;
} MW_ctrl;
typedef struct packed {
  alu_control_signals alu_op;
  Signal  alu_src;
  Signal  reg_dst;
} X_ctrl;
typedef struct packed {
  MW_ctrl mw;
  M_ctrl  m;
} XM_ctrl;
typedef struct packed {
  Signal start;
} FPU_ctrl;
typedef struct packed {
  XM_ctrl  xm;
  X_ctrl   x;
  FPU_ctrl fpu;
} DX_ctrl;
typedef struct packed {
  ProgramCounter pc;
  ProgramCounter pc_jmp;
  RegAddr  rs_a;
  Register rs_d;
  RegAddr  rt_a;
  Register rt_d;
  RegAddr  rd_a;
  RegAddr  fs_a;
  Register fs_d;
  RegAddr  ft_a;
  Register ft_d;
  RegAddr  fd_a;
  Register imm;
} DX_data;
typedef struct packed {
  Signal         stall;
  Signal         branch;
  Signal         alu_zero;
  Signal         jmp;
  ProgramCounter pc_branch;
  ProgramCounter pc_jmp;
} IF_input;
typedef struct packed {
  ProgramCounter pc;
} IF_output;
typedef struct packed {
  Signal write;
  Signal fp_write;
} D_control;
typedef struct packed {
  Register       rd;
  RegAddr        dst;
  Register       fd;
  RegAddr        fpu_dst;
  Instruction    instr;
  ProgramCounter pc;
} D_input;
typedef struct packed {
  Register       rs;
  RegAddr        rs_a;
  Register       rt;
  RegAddr        rt_a;
  RegAddr        rd_a;
  Register       fs;
  RegAddr        fs_a;
  Register       ft;
  RegAddr        ft_a;
  RegAddr        fd_a;
  ProgramCounter pc_jmp;
} D_output;
typedef struct packed {
  X_ctrl          ctrl;
  ProgramCounter  pc;
  Register        imm;
  Register        rs;
  Register        rt;
  RegAddr         rs_addr;
  RegAddr         rt_addr;
  RegAddr         rd_addr;
} X_input;
typedef struct packed {
  Signal          zero;
  ProgramCounter  pc_branch;
  Register        alu;
  Register        rt;
  RegAddr         rt_addr;
  RegAddr         dst_addr;
} X_output;
typedef struct packed{
  Register        fs;
  Register        ft;
  ProgramCounter  pc;
  X_ctrl          ctrl;
  RegAddr 	  fs_addr;
  RegAddr 	  ft_addr;
  RegAddr 	  fd_addr;
} FPU_input;
typedef struct packed{
  Register	  ft;
  RegAddr     dst;
} FPU_output;
typedef struct packed {
  Register addr;
  Register alu_val; 
  Register fpu_val;
  RegAddr  dst;
  RegAddr fpu_dst;
  Signal   alu_zero;
  ProgramCounter pc_branch;
} XM_data;
typedef struct packed {
  Signal read;
  Signal write;
  Register addr;
  Register val;
} M_input;
typedef struct packed {
  Register val;
} M_output;
typedef struct packed {
  Register mem;
  Register alu;
  Register fpu;
  RegAddr  dst;
  RegAddr fpu_dst;
} WB_input;
typedef struct packed {
  Register val;
  RegAddr  dst;
  Register fpu_val;
  RegAddr  fpu_dst;
} WB_output;
typedef struct packed{
  RegAddr Drs;
  RegAddr Drt;
  RegAddr Drd;
  RegAddr Xrs;
  RegAddr Xrt;
  RegAddr Xrd;
  RegAddr Mrs;
  RegAddr Mrt;
  RegAddr Mrd;
  Signal  read_mem;
  RegAddr Dfs;
  RegAddr Dft;
  RegAddr Cfd;
  RegAddr Ofd;
  RegAddr Afd;
} Hazard_input;
typedef struct packed{
  Signal fwdXX_rs;
  Signal fwdXX_rt;
  Signal fwdMX_rs;
  Signal fwdMX_rt;
  Signal fwdMM_rt;
  Signal stallD;
  Signal stallIF;
} Hazard_output;
typedef logic        Sign;
typedef logic [ 7:0] Exponent;
typedef logic [22:0] Mantissa;
typedef logic [23:0] Mantissa_ext;
typedef struct packed {
    Sign     sign;
    Exponent exp;
    Mantissa mnt;
} Float32;
typedef struct packed {
    Sign         sign;
    Exponent     exp;
    Mantissa_ext mnt;
} Float32_ext;
typedef struct packed {
    logic op;
    Float32 a;
    Float32 b;
    RegAddr dst;
} Compare_in;
typedef struct packed {
    logic        op;
    logic        flip;
    Float32 gt;
    Float32 lt;
    Exponent e_dif;
    RegAddr dst;
} Operate_in;
typedef struct packed {
    logic        op;
    logic        flip;
    Sign         sign;
    Exponent     exp;
    logic [24:0] mnt;
    RegAddr dst;
} Align_in;
typedef struct packed {
    Float32 val;
    RegAddr dst;
} Align_out;
endpackage  
module data_mem #(parameter AW=6)(
  input              CLK,                 
  input    [AW-1:0]  DataAddress,		  
  input              ReadMem,			  
  input              WriteMem,			  
  input       [31:0]  DataIn,			  
  output logic[31:0] DataOut);			  
  logic [7:0] my_memory [2**AW]; 		  
  always_comb							  
    if(ReadMem) begin
      DataOut = {my_memory[DataAddress+3], my_memory[DataAddress+2], my_memory[DataAddress+1], my_memory[DataAddress]};
    end else 
      DataOut = 32'bZ;			          
  always_ff @ (posedge CLK)	              
    if(WriteMem) begin
	my_memory[DataAddress] = DataIn[7:0];
	my_memory[DataAddress + 1] = DataIn[15:8];
	my_memory[DataAddress + 2] = DataIn[23:16];
	my_memory[DataAddress + 3] = DataIn[31:24];
    end
endmodule
```
==> impl_metrics.toml <==
# flow metrics
[logic_synthesis]
async_reset_ff_share_pct = 0
synth-xor-area-share_pct = 0.3954
ys_chip_area_um2 = 51580
syn-mean-instance-area_um2 = 10.84
ys_sh_aoi_pct = 11.06
ys_sh_mux_pct = 43.89
ys.flops = 512
synthTopLogicFamily = "multiplexers"
synth_cell_types = 86
syn-cell-area_um2 = 51580
ff_type = "edfxtp_1"
yosys_cells = 4757
edf_count = 512
synthCells = 4757
synth-adder-area-share_pct = 0.1455
simple_gate_share_pct = 9.800
yosysSeqAreaShare_pct = 29.81
yosys_warnings = 2

[global_route]
grt_start_max_net_pins = 100
grt_usage_pct = 32.10
grt_antenna_before_repair = 26
grt_pass1_wl_um = 368300
grt_overflow = 0
grt_pass1_vias = 42890

[routing]
vias_per_cell = 6.464
wl_um = 269400
post_drt_wl_per_cell_um = 39.40
drt_iter0_drc = 4656
drcViolationCount = 0
vias = 44200
first_pass_iters = 5
ant_nets = 0

[clock_tree]
cts_tree = "done"
h-tree-depth = 3
path_clk_slew_ps = 50
cts_buffers = 69
cts_setup_buffers = 0
cts_resized = 0
clk_path_buf_depth = 3
cts_hold_buf = 0
cts-root-buf = "clkbuf_16"
cts_sinks = 512

[die]
placementRows = 151
chip_area_um2 = 173600
fp-utilization_pct = 30.34
die_h_um = 416.7
io_pins = 73
coreArea_um2 = 170000
die_w_um = 416.7

[timing]
setup_viol = 0
finalMaxSlewViolations = 0
fin_ws_ps = 3620
min_period_over_period_pct = 76.49
min_period_ps = 11780
tightest_slew_ps = 1133
setup_tns_ps = 0
slew-limit-headroom_pct = 22.54
fmax_mhz = 84.89
hold_viol = 0
grt_setup_unrepaired = "false"

[cells_and_area]
drive_above_1_share_pct = 30.50
area_growth_pct = 10.02
largest_reg_flops = 512
logic_area_um2 = 33950
instances_no_fill = 6838
finalInstanceArea_um2 = 56750
final_util_pct = 33.38
fill_cells = 16730
regArea_um2 = 15370

[outcome]
status = "completed"

[power_and_ir_drop]
leakagePower_nw = 19.70
p_per_area_nw_per_um2 = 80.97
p_seq_share_pct = 36.0
p_clk_share_pct = 34.2
p_sw_share_pct = 35.63
p_int_mw = 2.958
p_switching_mw = 1.637
combPwrFrac_pct = 29.7
ir_drop_uv = 85.57

[setup_path]
required_ps = 12320
critPathKind = "in -> out"
crit_path_end_kind = "output pin"
worst-path-max-fanout = 54
crit_path_start_kind = "input port"
arrival_ps = 8700

[placed_design]
gp_congestion = 1.105
io_buffers = 71
place_area_um2 = 54650
dp_slack_ps = 3922
dpl.hpwl_um = 193600
place_inst = 6714

[run]
warning_count = 30
max_cap_violations = 0

[hold_path]
hold_end = "my_memory[55][0]"
min_path_cells = 3
min-delay-start = "DataIn[24]"
hold_path_class = "in -> reg"
cell families (layout without fill, tap and decap cells):
family,after synthesis,count (layout)
other,0,7
DFF,512,512
buffers and inverters,586,442
muxes,1603,1603
adders and majority gates,6,6
AOI/OAI and AO/OA,931,931
xor gates and xnor gates,19,19
and+or+nand+nor,1100,1100
through the flow:
stage | total power, mW | hold WS, ps
floorplan | 2.407 | 3560
global placement | 2.992 | 3608
detailed placement | 2.997 | 3605
CTS | 4.558 | 2865
global route | 4.672 | 2930
finish | 4.595 | 2896
worst max path at each step:
stage,startpoint,to,cells after the start
CTS,DataAddress[1],DataOut[12],11
global route,DataAddress[0],DataOut[17],11
finish,DataAddress[0],DataOut[17],11
power groups by stage:
stage	Sequential, mW	Combinational, mW	Clock [mW]
4_1_cts	1.65	1.32	1.58
5_1_grt	1.66	1.39	1.62
6_report	1.66	1.37	1.57
area by class of cell:
class,instances,share of cell area [%]
multi-input cells,3659,59.81
clock inverters,37,0.5225
repair buffers,314,4.418
inverters,11,0.07937
diodes,7,0.03087
clock buffers,80,3.153
flip-flops and latches,512,27.09
well taps,2218,4.890
synthesized netlist by cell type, drive strengths merged, types with 11 or more instances:
library cell	n	area share [%]
a22oi	15	0.23
o22ai	112	1.4
nand3	56	0.59
mux2i	681	13
and3	16	0.19
mux2	439	9.6
and2	17	0.21
o21ai	458	4.5
nor3	32	0.33
mux4	483	21
o211ai	15	0.22
nand2b	14	0.17
buf	240	2.4
nor4	19	0.46
or3	18	0.22
or4	34	0.49
nand2	648	4.7
xnor2	11	0.22
clkbuf	335	2.4
nand4	22	0.27
a211oi	54	1.1
nor2	197	1.7
edfxtp	512	30
a21oi	98	0.95
a31oi	11	0.13
a21o	101	1.5
layout by cell type, fill, tap and decap left out, drive strengths merged, types with 101 or more instances in the layout:
master,count
a21o,101
o21ai,458
edfxtp,512
o22ai,112
mux2i,681
nor2,197
nand2,648
buf,281
mux4,483
mux2,439
routing by layer:
metal | track usage (%) | vias to the layer above | part of all wire, %
met5 | 1.778 | - | 0.26
li1 | - | 18140 | -
met1 | 39.26 | 22190 | 35
met2 | 45.51 | 3164 | 43
met4 | 15.88 | 56 | 6.5
met3 | 18.49 | 649 | 15
critical path, stage by stage:
cell and delay, ps:
buf_8 380, buf_4 700, buf_4 690, buf_4 670, mux2i_1 200, nand2_1 100, o21ai_0 80, o21ai_0 750
o221ai_1 440, o21ai_0 880, clkdlybuf4s50_1 630
Power is estimated from default activity; no workload was simulated.

**design/flow/run.sh**
```bash
#!/bin/bash
# OpenROAD 26Q1-2900-gdf79404cd8, Yosys 0.63+post, stock flow scripts
make -C /OpenROAD-flow-scripts/flow DESIGN_CONFIG=/design/flow/config.mk WORK_HOME=/design/flow/orfs finish
```
**design/flow/design.v**
```verilog
package definitions;
typedef logic        Sign;
typedef logic [ 7:0] Exponent;
typedef logic [22:0] Mantissa;
typedef logic [23:0] Mantissa_ext;
typedef struct packed {
    Sign     sign;
    Exponent exp;
    Mantissa mnt;
} Float32;
typedef struct packed {
    Sign         sign;
    Exponent     exp;
    Mantissa_ext mnt;
} Float32_ext;
typedef struct packed {
    logic op;
    Float32 a;
    Float32 b;
} Compare_in;
typedef struct packed {
    logic        op;
    logic        flip;
    Float32 gt;
    Float32 lt;
    Exponent e_dif;
} Operate_in;
typedef struct packed {
    logic        op;
    logic        flip;
    Sign         sign;
    Exponent     exp;
    logic [24:0] mnt;
} Align_in;
endpackage
package definitions;
typedef enum logic {
  ENABLE  = 1'b1,
  DISABLE = 1'b0
} Signal;
parameter MemAddrWidth = 4;
parameter RegAddrWidth = 5;
typedef logic[RegAddrWidth-1:0]  RegAddr;
typedef logic[31:0] Register;
typedef enum logic[5:0]{
  RTYPE = 6'h00,   
  J     = 6'h02,
  BEQ   = 6'h04,
  ADDI  = 6'h08,
  LW    = 6'h23,
  SW    = 6'h2b,
  ADDS  = 6'h11,
  LWC1  = 6'h31,
  SWC1  = 6'h39
} OpCode;
typedef enum logic[1:0]{
  ALU_RTYPE = 2'b00,
  ALU_ADD = 2'b01,
  ALU_SUB = 2'b10,
  ALU_DC = 2'b11
} alu_control_signals;
typedef enum logic[2:0]{
  ALU_O_ADD = 3'b000,
  ALU_O_SUB = 3'b001,
  ALU_O_AND = 3'b010,
  ALU_O_OR = 3'b011,
  ALU_O_XOR = 3'b100
} alu_operation;
typedef enum logic[5:0]{
  ADD = 6'h20,
  SUB = 6'h22,
  AND = 6'h24,
  OR  = 6'h25
} Funct;
typedef logic[7:0]  ProgramCounter;
typedef logic[31:0] Instruction;
typedef logic[4:0]  ShAmt;
typedef logic[15:0] Immediate;
typedef logic[25:0] JumpAddr;
typedef struct packed {
  OpCode  opcode;
  RegAddr rs;
  RegAddr rt;
  RegAddr rd;
  ShAmt   shamt;
  Funct   funct;
} RType;
typedef struct packed {
  OpCode   opcode;
  RegAddr  rs;
  RegAddr  rt;
  Immediate imm;
} IType;
typedef struct packed {
  OpCode   opcode;
  JumpAddr addr;
} JType;
typedef struct packed{
  OpCode opcode;
  ShAmt fmt;
  RegAddr ft;
  RegAddr fs;
  RegAddr fd;
  Funct funct;
} FRType;
typedef struct packed {
  Signal reg_write;
  Signal mem_to_reg;
  Signal fpu_write;
} WB_ctrl;
typedef struct packed {
  Signal read_mem;
  Signal write_mem;
  Signal branch;
  Signal jmp;
  Signal fpu_to_mem;
} M_ctrl;
typedef struct packed {
  WB_ctrl wb;
} MW_ctrl;
typedef struct packed {
  alu_control_signals alu_op;
  Signal  alu_src;
  Signal  reg_dst;
} X_ctrl;
typedef struct packed {
  MW_ctrl mw;
  M_ctrl  m;
} XM_ctrl;
typedef struct packed {
  Signal start;
} FPU_ctrl;
typedef struct packed {
  XM_ctrl  xm;
  X_ctrl   x;
  FPU_ctrl fpu;
} DX_ctrl;
typedef struct packed {
  ProgramCounter pc;
  ProgramCounter pc_jmp;
  RegAddr  rs_a;
  Register rs_d;
  RegAddr  rt_a;
  Register rt_d;
  RegAddr  rd_a;
  RegAddr  fs_a;
  Register fs_d;
  RegAddr  ft_a;
  Register ft_d;
  RegAddr  fd_a;
  Register imm;
} DX_data;
typedef struct packed {
  Signal         stall;
  Signal         branch;
  Signal         alu_zero;
  Signal         jmp;
  ProgramCounter pc_branch;
  ProgramCounter pc_jmp;
} IF_input;
typedef struct packed {
  ProgramCounter pc;
} IF_output;
typedef struct packed {
  Signal write;
  Signal fp_write;
} D_control;
typedef struct packed {
  Register       rd;
  RegAddr        dst;
  Register       fd;
  RegAddr        fpu_dst;
  Instruction    instr;
  ProgramCounter pc;
} D_input;
typedef struct packed {
  Register       rs;
  RegAddr        rs_a;
  Register       rt;
  RegAddr        rt_a;
  RegAddr        rd_a;
  Register       fs;
  RegAddr        fs_a;
  Register       ft;
  RegAddr        ft_a;
  RegAddr        fd_a;
  ProgramCounter pc_jmp;
} D_output;
typedef struct packed {
  X_ctrl          ctrl;
  ProgramCounter  pc;
  Register        imm;
  Register        rs;
  Register        rt;
  RegAddr         rs_addr;
  RegAddr         rt_addr;
  RegAddr         rd_addr;
} X_input;
typedef struct packed {
  Signal          zero;
  ProgramCounter  pc_branch;
  Register        alu;
  Register        rt;
  RegAddr         rt_addr;
  RegAddr         dst_addr;
} X_output;
typedef struct packed{
  Register        fs;
  Register        ft;
  ProgramCounter  pc;
  X_ctrl          ctrl;
  RegAddr 	  fs_addr;
  RegAddr 	  ft_addr;
  RegAddr 	  fd_addr;
} FPU_input;
typedef struct packed{
  Register	  ft;
  RegAddr     dst;
} FPU_output;
typedef struct packed {
  Register addr;
  Register alu_val; 
  Register fpu_val;
  RegAddr  dst;
  RegAddr fpu_dst;
  Signal   alu_zero;
  ProgramCounter pc_branch;
} XM_data;
typedef struct packed {
  Signal read;
  Signal write;
  Register addr;
  Register val;
} M_input;
typedef struct packed {
  Register val;
} M_output;
typedef struct packed {
  Register mem;
  Register alu;
  Register fpu;
  RegAddr  dst;
  RegAddr fpu_dst;
} WB_input;
typedef struct packed {
  Register val;
  RegAddr  dst;
  Register fpu_val;
  RegAddr  fpu_dst;
} WB_output;
typedef struct packed{
  RegAddr Drs;
  RegAddr Drt;
  RegAddr Drd;
  RegAddr Xrs;
  RegAddr Xrt;
  RegAddr Xrd;
  RegAddr Mrs;
  RegAddr Mrt;
  RegAddr Mrd;
  Signal  read_mem;
  RegAddr Dfs;
  RegAddr Dft;
  RegAddr Cfd;
  RegAddr Ofd;
  RegAddr Afd;
} Hazard_input;
typedef struct packed{
  Signal fwdXX_rs;
  Signal fwdXX_rt;
  Signal fwdMX_rs;
  Signal fwdMX_rt;
  Signal fwdMM_rt;
  Signal stallD;
  Signal stallIF;
} Hazard_output;
typedef logic        Sign;
typedef logic [ 7:0] Exponent;
typedef logic [22:0] Mantissa;
typedef logic [23:0] Mantissa_ext;
typedef struct packed {
    Sign     sign;
    Exponent exp;
    Mantissa mnt;
} Float32;
typedef struct packed {
    Sign         sign;
    Exponent     exp;
    Mantissa_ext mnt;
} Float32_ext;
typedef struct packed {
    logic op;
    Float32 a;
    Float32 b;
    RegAddr dst;
} Compare_in;
typedef struct packed {
    logic        op;
    logic        flip;
    Float32 gt;
    Float32 lt;
    Exponent e_dif;
    RegAddr dst;
} Operate_in;
typedef struct packed {
    logic        op;
    logic        flip;
    Sign         sign;
    Exponent     exp;
    logic [24:0] mnt;
    RegAddr dst;
} Align_in;
typedef struct packed {
    Float32 val;
    RegAddr dst;
} Align_out;
endpackage  
module mantissa_shifter(
    input  [7:0]  e,
    input  [23:0] m,
    output [23:0] o
);
wire [23:0] layers [5:0];
assign layers[0] = e[0] ? {0, m[23:1]} : m;
genvar i;
for (i = 1; i < 5; i++) begin
    assign layers[i] = e[i] ? {0, layers[i-1][23:(2**i)]} : layers[i-1];
end
assign layers[5] = (|e[7:5]) ? 24'b0 : layers[4];
assign o = layers[5];
endmodule
```
**design/flow/config.mk**
```make
export PLATFORM = sky130hd
export DESIGN_NAME = mantissa_shifter
export DESIGN_NICKNAME = mantissa_shifter
export VERILOG_FILES = /design/flow/design.v
export SDC_FILE = /design/flow/constraint.sdc
export NUM_CORES = 4
export LEC_CHECK = 1
export CORE_UTILIZATION = 30
```
**design/flow/constraint.sdc**
```tcl
current_design mantissa_shifter

set clk_period 2.6
set clk_io_pct 0.2

create_clock -name clk0 -period $clk_period

set non_clock_inputs [all_inputs -no_clocks]
set_input_delay [expr $clk_period * $clk_io_pct] -clock clk0 $non_clock_inputs
set_output_delay [expr $clk_period * $clk_io_pct] -clock clk0 [all_outputs]
```
==> run summary <==
Top cells by area -> mux4_2 (41%), mux2i_1 (10%), nor2_1 (4.7%)
CP endpoint kind -> primary output
total die area -> 4270 µm²
Comb pwr share -> 1.000
Data required, critical path -> 2080 ps
Top Ports -> 56
initial antenna violation count -> 0
Mean Syn Cell Area -> 9.19 µm²
Routed Antenna Nets -> 0
clock buffers -> 0
Wirelength per Cell -> 15.7 µm
commonest non-fill, non-tap cell in the layout -> buf_4
Slew @ Worst Pin -> 289 ps
grt ovf -> 0
Synth area leader -> mux4_2
number of port buffers -> 56
Final Hold Viols -> 0
tool warnings -> 33
final RePlAce weighted congestion -> 0.922
Slew Viols, Final -> 0
die height -> 65.3 µm
Power, Total -> 0.377 mW
cycle use final -> 0.985
final worst slack -> 37.7 ps
number of global-route vias before repair -> 1368
row count -> 22
clock group share of total power -> 0
Final setup viols -> 0
critical path arrival -> 2040 ps
setup tns final -> 0 ps
sw frac -> 0.426
Core Box Area -> 3740 µm²
register area -> 0 µm²
Max-Cap Viols -> 0
non-filler instance count after layout -> 275
Vias/cell -> 5.49
Flop pwr share -> 0
first-pass GRT wire length -> 6.45 mm
DR iter-0 viols -> 54
Routed WL -> 4.31 mm
pre-CTS setup slack -> -550 ps
Yosys warning count -> 1
chip area in the Yosys report -> 1200 µm²
Worst Path Max Fanout -> 5
Mapped Cells -> 131
area of the mapped netlist -> 1200 µm²
Max IR drop VDD -> 0.000108 V
Die Wd -> 65.3 µm
Area Overhead vs Synth -> 101%
layout cells sized above 1 -> 0.573
Yosys cell types -> 34
top-area cell type share of the netlist area -> 0.412
Int Power -> 0.216 mW
Final Cell Area -> 2420 µm²
Hold Crit Class -> in -> out
register share after synthesis -> 0
run status -> completed
dpl hpwl -> 3.09 mm
Top Layout Cells -> buf_4 (41), mux4_2 (22), dlygate4sd2_1 (19)
sw power -> 0.160 mW
FF+latch count -> 0
Init Core Util -> 0.322
1st-pass router iterations -> 4
diodes inserted -> 0
ys cells -> 131
WS Path Type -> in -> out
Final min period -> 2560 ps
fmax -> 390 MHz
LEAKAGE -> 1.05 nW
Cells after DPL -> 249
largest net degree at the start of global routing -> 19
Post-Place Cell Area -> 2000 µm²
Global Route Usage Sum -> 0.198
max_slew headroom -> 0.807
Startpoint Class -> input port
via count -> 1511
drt drc -> 0
Pwr Density -> 156 nW/µm²
## stage by stage
| step | hold WS, ps | util |
|---|---|---|
| finish | 1640 | 0.646 |
| global route | 1660 | 0.646 |
| detailed placement | 2110 | 0.535 |
| floorplan | 1150 | - |
| global placement | 2110 | 0.535 |
| CTS | 1690 | 0.591 |
## path summary, 6_finish.rpt
kind                  from  endpoint  cells past startpoint
worst max-delay path  e[6]      o[4]                      7
worst min-delay path  e[5]     o[15]                      5
## Yosys cell counts, drive strengths merged
cell and number:
nand2 12, and2 4, o211ai 1, a31oi 1, clkbuf 4, a22oi 2
nor3 3, or2 1, o22a 2, a2bb2oi 1, mux2 4, nor2b 1
nor3b 2, or3 3, a211oi 7, or4 1, o22ai 1, a22o 4
o21ai 3, a21oi 1, o221ai 5, nand2b 3, mux4 22, o21a 1
mux2i 12, clkinv 1, nor2 15, nand3b 4, buf 9, inv 1
## power by group through the flow
| stage | clock network, mW | logic, mW | registers [mW] |
|---|---|---|---|
| finish | 0 | 0.377 | 0 |
| global route | 0 | 0.403 | 0 |
| CTS | 0 | 0.334 | 0 |
## cell families (layout without fill, tap and decap cells)
kind of cell / Yosys count / after routing / share of synthesized area
AOI/OAI and AO/OA: 29 / 29 / 0.186
and+or+nand+nor: 49 / 49 / 0.203
muxes: 38 / 38 / 0.549
buffers and inverters: 15 / 111 / 0.0624
## layer usage
metal | share of wire | track usage | vias up
met4 | 0 | 0 | 0
li1 | - | - | 734
met2 | 0.46 | 0.305 | 45
met1 | 0.49 | 0.319 | 732
met3 | 0.058 | 0.0370 | 0
met5 | 0 | 0 | -
## critical path, cell delays in order
cell	delay [ps]
clkdlybuf4s15_1	190
or4_4	560
or2_4	280
buf_6	120
buf_4	120
o221ai_2	140
buf_2	110
## layout make-up
| type | instances | area, µm² |
|---|---|---|
| well taps | 48 | 60.1 |
| inverters | 2 | 7.51 |
| repair buffers | 109 | 1010 |
| fillers | 282 | 1330 |
| multi-input cells | 116 | 1340 |
## timing repair
action	4_1_cts	5_1_grt
buffers inserted	5	19
gates cloned	1	1
hold buffers	0	0
pin swaps	11	7
resized	109	35
endpoints found under the setup margin	24	18
No activity file was given, so power comes from the tool's default toggle rates.
